$ cat config.mk
export PLATFORM = sky130hd
export DESIGN_NAME = mux_32t1_32
export DESIGN_NICKNAME = mux_32t1_32
export VERILOG_FILES = /design/flow/design.v
export SDC_FILE = /design/flow/constraint.sdc
export NUM_CORES = 4
export LEC_CHECK = 1
export CORE_AREA = 10 10 408 408
export DIE_AREA = 0 0 418 418
$ cat constraint.sdc
current_design mux_32t1_32

set clk_period 7.3
set clk_io_pct 0.2

create_clock -name clk0 -period $clk_period

set non_clock_inputs [all_inputs -no_clocks]
set_input_delay [expr $clk_period * $clk_io_pct] -clock clk0 $non_clock_inputs
set_output_delay [expr $clk_period * $clk_io_pct] -clock clk0 [all_outputs]
$ cat design.v
module mux (sel, src0, src1, z);
  input sel;
  input src0;
  input src1;
  output reg z;
  always @(sel or src0 or src1)
      begin
        if (sel == 1'b0) z <= src0;
        else z <= src1;
      end
endmodule
module mux_32 (sel, src0, src1, z);
  input [31:0] sel;
  input [31:0] src0;
  input [31:0] src1;
  output reg [31:0] z;
  always @(sel or src0 or src1)
      begin
        if (sel == 1'b0) z <= src0;
        else z <= src1;
      end
endmodule
`timescale 1ns/10ps
module mux_32t1_32(sel, x0, x1, x2, x3, x4, x5, x6, x7, x8, x9, xA, xB, xC, xD, xE, xF, x10, x11, x12, x13, x14, x15, x16, x17, x18, x19, x1A, x1B, x1C, x1D, x1E, x1F, q);
input [31:0] x0, x1, x2, x3, x4, x5, x6, x7, x8, x9, xA, xB, xC, xD, xE, xF, x10, x11, x12, x13, x14, x15, x16, x17, x18, x19, x1A, x1B, x1C, x1D, x1E, x1F;
input [4:0] sel;
output wire [31:0] q;
wire [31:0] q0, q1, q2, q3, q10, q11;
mux_8t1_32 mux_0_(.x0(x0), .x1(x1), .x2(x2), .x3(x3), .x4(x4), .x5(x5), .x6(x6), .x7(x7), .sel(sel[2:0]), .q(q0));
mux_8t1_32 mux_1_(.x0(x8), .x1(x9), .x2(xA), .x3(xB), .x4(xC), .x5(xD), .x6(xE), .x7(xF), .sel(sel[2:0]), .q(q1));
mux_8t1_32 mux_2_(.x0(x10), .x1(x11), .x2(x12), .x3(x13), .x4(x14), .x5(x15), .x6(x16), .x7(x17), .sel(sel[2:0]), .q(q2));
mux_8t1_32 mux_3_(.x0(x18), .x1(x19), .x2(x1A), .x3(x1B), .x4(x1C), .x5(x1D), .x6(x1E), .x7(x1F), .sel(sel[2:0]), .q(q3));
mux_32 mux_4_(.sel(sel[3]), .src0(q0), .src1(q1), .z(q10));
mux_32 mux_5_(.sel(sel[3]), .src0(q2), .src1(q3), .z(q11));
mux_32 mux_6_(.sel(sel[4]), .src0(q10), .src1(q11), .z(q));
endmodule
`timescale 1ns/10ps
module mux_8t1 (b0, b1, b2, b3, b4, b5, b6, b7, sel, q);
    input b0, b1, b2, b3, b4, b5, b6, b7;
    input [2:0] sel;
    output wire q;
    wire w0_00;
    wire w1_00;
    wire w2_01;
    wire w3_01;
    wire w00_000;
    wire w01_000;
    wire out;
    mux mux_0(.sel(sel[0]), .src0(b0), .src1(b1), .z(w0_00));
    mux mux_1(.sel(sel[0]), .src0(b2), .src1(b3), .z(w1_00));
    mux mux_2(.sel(sel[0]), .src0(b4), .src1(b5), .z(w2_01));
    mux mux_3(.sel(sel[0]), .src0(b6), .src1(b7), .z(w3_01));
    mux mux_00(.sel(sel[1]), .src0(w0_00), .src1(w1_00), .z(w00_000));
    mux mux_01(.sel(sel[1]), .src0(w2_01), .src1(w3_01), .z(w01_000));
    mux mux_000(.sel(sel[2]), .src0(w00_000), .src1(w01_000), .z(out));
    assign q = out;
endmodule
`timescale 1ns/10ps
module mux_8t1_32 (x0, x1, x2, x3, x4, x5, x6, x7, sel, q);
    input [31:0] x0, x1, x2, x3, x4, x5, x6, x7;
    input [2:0] sel;
    output wire [31:0] q;
    wire [31:0] out;
    genvar i;
    generate
        for(i = 0; i < 32; i = i + 1) begin
            mux_8t1 mux_(.b0(x0[i]), .b1(x1[i]), .b2(x2[i]), .b3(x3[i]), .b4(x4[i]), .b5(x5[i]), .b6(x6[i]), .b7(x7[i]), .sel(sel), .q(out[i]));
        end
    endgenerate
    assign q = out;
endmodule
$ cat run.sh
#!/bin/bash
# OpenROAD 26Q1-2900-gdf79404cd8, Yosys 0.63+post, stock flow scripts
make -C /OpenROAD-flow-scripts/flow DESIGN_CONFIG=/design/flow/config.mk WORK_HOME=/design/flow/orfs finish
==> impl_metrics.yaml <==
# physical design summary
logic_synthesis:
  synth_area_mm2: 0.00889
  synth.yosys.num_cells: 1158
  syn-instance-count: 1158
  synth.top_cell.area_share: 0.577
  yosysUniqueCellTypes: 20
  yosys_area_mm2: 0.00889
  syn_avg_cell_area_um2: 7.67
  yosys.stat.seqShare: 0
  yosysWarnings: 5
  topCellsByArea: "mux2i_1, a22oi_1, a22o_1"
  yosys.area.top_type: "mux2i_1"
power_and_ir_drop:
  p_total_mw: 1.32
  ir_drop_mv: 0.0317
  leakagePower_nw: 8.50
  powerDensity_mw_per_mm2: 60.2
hold_path:
  min_from: "x9[11]"
  hp-class: "primary input to primary output"
  min_to: "q[11]"
  hold_path_depth: 6
timing:
  rsz0062_at_grt: "false"
  hold_viol_final: 0
  slew_headroom: 0.294
  worst_pin_slew_ns: 1.06
  fin_crit_sh: 0.863
  tns_ns: 0
  maxSlewViolCount: 0
  setup_viol: 0
  holdWs_ns: 4.00
  min_period_ns: 6.30
  fmax_mhz: 159
place:
  gp_congestion: 1.01
  placement.io_buffers: 1061
  dp_hpwl_mm: 113
  dp.cells: 4221
cells_and_area:
  fin_util: 0.139
  flop_area_um2: 0
  drive_above_1_share: 0.0321
  final.clkbuf_count: 0
  syn2layout_area_growth_pct: 147
  flop-count: 0
  layout.cells.most_common_list: "clkdlybuf4s50_1, mux2i_1"
  fin_cells: 4240
  final_common_cell: "clkdlybuf4s50_1"
drt:
  viasPerCell: 3.41
  drt-total-wl_mm: 124
  wl_per_cell_um: 29.1
  vias: 14400
  first_iter_violations: 1026
  first_pass_iters: 5
  ant_nets: 0
  drc: 0
floorplanning:
  dieArea_mm2: 0.175
  die_y_um: 418
  ioPinCount: 1061
  core-area_mm2: 0.158
  dieWidth_um: 418
  fp_util: 0.0563
  placementRows: 146
worst_setup_path:
  arrival_ns: 4.84
  crit_path_start_kind: "primary input"
  end_kind: "primary output"
  path_class: "primary input to primary output"
  cp.required_ns: 5.84
  critPathMaxFanout: 68
clock_tree:
  holdBufCountCts: 0
  cts_setup_buffers: 0
  cts_resized: 0
run:
  cap_violations: 0
  warnings: 32
global_routing:
  grt_max_degree: 70
  antenna_found_initial: 83
  track_usage: 0.134
  first_global_vias: 14900
  grt_overflow: 0
  grt_pass1_wl_mm: 154
status:
  run_status: "completed"
==> worst max-delay path by stage <==
stage | startpoint | end | slack (ns) | depth (start not counted)
after global routing | sel[2] | q[29] | 0.85 | 8
after CTS | sel[2] | q[24] | 0.82 | 7
final | sel[2] | q[24] | 1.00 | 7
==> final cells by class <==
cell class	count	area (µm²)
Antenna cell	19	47.5
Tap cell	2072	2590
Timing Repair Buffer	1117	11100
Multi-Input combinational cell	1032	8180
Fill cell	18000	136000
==> power breakdown <==
group          switching, mW    total, mW  internal [mW]  leakage, nW
Clock                      0  0.000000360    0.000000360     0.000120
Combinational          0.564         1.32          0.759         8.50
Sequential                 0            0              0            0
==> cells in the mapped netlist <==
cell type,number
and2b_1,1
mux2i_1,512
nand2b_1,2
nor2b_1,1
nand3_1,96
clkbuf_1,43
and2_1,1
or2_2,1
a31oi_1,32
a21oi_1,96
nor3_1,32
buf_2,26
buf_4,34
buf_6,15
nor2_1,1
clkbuf_4,2
buf_1,6
a22o_1,64
nand2_1,97
a22oi_1,96
==> critical path, stage by stage <==
cell,delay (ns)
clkdlybuf4s50_1,0.58
nor2b_4,0.88
buf_12,0.38
a22oi_1,0.13
a31oi_1,0.43
nand3_1,0.39
clkdlybuf4s50_1,0.52
==> stage by stage <==
| step | area, µm² | setup slack (ns) |
|---|---|---|
| after floorplan | 8890 | 3.33 |
| after global placement | 21900 | 0.883 |
| after detailed placement | 21900 | 0.827 |
| after CTS | 21900 | 0.819 |
| after global routing | 21900 | 0.852 |
| final | 22000 | 1.00 |
==> kinds of logic (layout without fill, tap and decap cells) <==
logic type / after synthesis / after routing / share of synthesized area
other cells: 0 / 19 / 0
buf+inv: 126 / 1117 / 0.0848
mux: 512 / 512 / 0.577
compound gates: 288 / 288 / 0.221
simple gates: 232 / 232 / 0.118
==> routing by layer <==
| metal | part of all wire | global-route usage | vias to the layer above |
|---|---|---|---|
| met1 | 0.40 | 0.171 | 6786 |
| met3 | 0.10 | 0.0464 | 170 |
| met2 | 0.47 | 0.215 | 927 |
| met5 | 0.0029 | 0 | - |
| li1 | - | - | 6510 |
| met4 | 0.020 | 0.0345 | 52 |
Power and IR drop assume default switching activity.
